$ cat ./design.v
module ctrl_unit (
	input  wire [31:0] instr,
    output reg  [0:0]  rd_wren, mem_wren, mem_rden, op_a_sel, insn_vld, is_br, wb_sel,
	output reg  [1:0]  is_uncbr, op_b_sel,
	output reg  [3:0]  alu_op
);
wire [6:0] func7;
wire [2:0] func3;
parameter  R_type       = 7'b0110011,
	       I_type_LD    = 7'b0000011,
	       I_type_IMM   = 7'b0010011,
	       I_type_JALR  = 7'b1100111,
	       S_type       = 7'b0100011,
	       B_type       = 7'b1100011,
	       U_type_LUI   = 7'b0110111,
		   U_type_AUIPC = 7'b0010111,
	       J_type       = 7'b1101111;
assign func7 = instr[31:25];
assign func3 = instr[14:12];
always @(*) begin
	case (instr[6:0])
		R_type      : begin
					  if (!(func7 == 7'b0 || func7 == 7'b0100000)) begin
						rd_wren = 1'b0; mem_wren = 1'b0; mem_rden = 1'b0; op_a_sel = 1'b0; op_b_sel = 2'b0; alu_op = 4'b0000; wb_sel = 1'b0;
					    is_br = 1'b0; is_uncbr = 2'b00; insn_vld = 1'b0;
					  end else begin
						rd_wren = 1'b1; mem_wren = 1'b0; mem_rden = 1'b0; op_a_sel = 1'b0; op_b_sel = 2'b0; wb_sel = 1'b0;
					    is_br = 1'b0; is_uncbr = 2'b00; insn_vld = 1'b1;
						case (func3)
							3'b000: alu_op = (!func7[5]) ? 4'b0000 : 4'b0001;
							3'b001: alu_op = 4'b0111;
							3'b010: alu_op = 4'b0010;
							3'b011: alu_op = 4'b0011;
							3'b100: alu_op = 4'b0100;
							3'b101: alu_op = (!func7[5]) ? 4'b1000 : 4'b1001;
							3'b110: alu_op = 4'b0101;
							3'b111: alu_op = 4'b0110;
						endcase
					  end
		end
		I_type_IMM  : begin
			          rd_wren = 1'b1; mem_wren = 1'b0; mem_rden = 1'b0; op_a_sel = 1'b0; op_b_sel = 2'b01; wb_sel = 1'b0;
					  is_br = 1'b0; is_uncbr = 2'b00; insn_vld = 1'b1;
					  case (func3)
					    3'b000: begin
							alu_op = 4'b0000;
							insn_vld = 1'b1;
						end
						3'b010: begin
							alu_op = 4'b0010;
							insn_vld = 1'b1;
						end
						3'b011: begin
							alu_op = 4'b0011;
							insn_vld = 1'b1;
						end
						3'b100: begin
							alu_op = 4'b0100;
							insn_vld = 1'b1;
						end
						3'b110: begin
							alu_op = 4'b0101;
							insn_vld = 1'b1;
						end
						3'b111: begin
							alu_op = 4'b0110;
							insn_vld = 1'b1;
						end
						3'b001: begin
							if (!(func7 == 7'b0 || func7 == 7'b0100000)) begin
								alu_op = 4'b0000;
								insn_vld = 1'b0;
							end else begin
								alu_op = 4'b0111;
								insn_vld = 1'b0;
							end
						end
						3'b101: begin
							if (!(func7 == 7'b0 || func7 == 7'b0100000)) begin
								alu_op = 4'b0000;
								insn_vld = 1'b0;
							end else begin
								alu_op = (!func7[5]) ? 4'b1000 : 4'b1001;
								insn_vld = 1'b1;
							end
						end
					  endcase
		end
		I_type_JALR : begin
			          rd_wren = 1'b1; mem_wren = 1'b0; mem_rden = 1'b0; op_a_sel = 1'b0; op_b_sel = 2'b10; wb_sel = 1'b0;
					  is_br = 1'b0; is_uncbr = 2'b11; alu_op = 4'b1010; insn_vld = 1'b1; 
		end
		I_type_LD   : begin
			          rd_wren = 1'b1; mem_wren = 1'b0; mem_rden = 1'b1; op_a_sel = 1'b0; op_b_sel = 2'b01; wb_sel = 1'b1;
					  is_br = 1'b0; is_uncbr = 2'b00; alu_op = 4'b0000; insn_vld = 1'b1;
		end
        B_type      : begin
                      rd_wren = 1'b0; mem_wren = 1'b0; mem_rden = 1'b0; op_a_sel = 1'b0; op_b_sel = 2'b00; wb_sel = 1'b0;
					  is_br = 1'b1; is_uncbr = 2'b00; alu_op = 4'b0000; insn_vld = 1'b1;
		end
		S_type      : begin
                      rd_wren = 1'b0; mem_wren = 1'b1; mem_rden = 1'b0; op_a_sel = 1'b0; op_b_sel = 2'b01; wb_sel = 1'b0;
					  is_br = 1'b0; is_uncbr = 2'b00; alu_op = 4'b0000; insn_vld = 1'b1;
		end
		J_type      : begin
                      rd_wren = 1'b1; mem_wren = 1'b0; mem_rden = 1'b0; op_a_sel = 1'b0; op_b_sel = 2'b10; wb_sel = 1'b0;
					  is_br = 1'b0; is_uncbr = 2'b10; alu_op = 4'b1010; insn_vld = 1'b1;
		end
		U_type_LUI  : begin
                      rd_wren = 1'b1; mem_wren = 1'b0; mem_rden = 1'b0; op_a_sel = 1'b0; op_b_sel = 2'b01; wb_sel = 1'b0;
					  is_br = 1'b0; is_uncbr = 2'b00; alu_op = 4'b1010; insn_vld = 1'b1;
		end
		U_type_AUIPC: begin
                      rd_wren = 1'b1; mem_wren = 1'b0; mem_rden = 1'b0; op_a_sel = 1'b1; op_b_sel = 2'b01; wb_sel = 1'b0;
					  is_br = 1'b0; is_uncbr = 2'b00; alu_op = 4'b0000; insn_vld = 1'b1;
		end
		default: begin
					  rd_wren = 1'b0; mem_wren = 1'b0; mem_rden = 1'b0; op_a_sel = 1'b0; op_b_sel = 2'b00; wb_sel = 1'b0;
					  is_br = 1'b0; is_uncbr = 2'b00; alu_op = 4'b0000; insn_vld = 1'b0;
		end
	endcase
end
endmodule
$ cat ./run.sh
#!/bin/bash
# OpenROAD 26Q1-2900-gdf79404cd8, Yosys 0.63+post, stock flow scripts
make -C /OpenROAD-flow-scripts/flow DESIGN_CONFIG=/design/flow/config.mk WORK_HOME=/design/flow/orfs finish
$ cat ./config.mk
export PLATFORM = sky130hd
export DESIGN_NAME = ctrl_unit
export DESIGN_NICKNAME = ctrl_unit
export VERILOG_FILES = /design/flow/design.v
export SDC_FILE = /design/flow/constraint.sdc
export NUM_CORES = 4
export LEC_CHECK = 1
export CORE_AREA = 10 10 70 70
export DIE_AREA = 0 0 80 80
$ cat ./constraint.sdc
current_design ctrl_unit

set clk_period 4.8
set clk_io_pct 0.2

create_clock -name clk0 -period $clk_period

set non_clock_inputs [all_inputs -no_clocks]
set_input_delay [expr $clk_period * $clk_io_pct] -clock clk0 $non_clock_inputs
set_output_delay [expr $clk_period * $clk_io_pct] -clock clk0 [all_outputs]
==> flow.log <==
[metrics] run summary
[metrics] Core Footprint: 0.00342 mm^2
[metrics] Setup Total Neg Slack: 0 ps
[metrics] kind of capture point of the worst setup path: output port
[metrics] Crit. Startpoint: instr[2]
[metrics] CP Data Arrival Time: 2840 ps
[metrics] status: finished, final reports clean
[metrics] count of pins over their slew limit: 0
[metrics] fraction of the core area covered by cells at the end of the flow: 21.9%
[metrics] Seq/Total Area, Yosys: 0%
[metrics] vias after detailed routing: 551
[metrics] combined flip-flop and latch cell area: 0 um^2
[metrics] layout overhead on the synthesized area: 88.1%
[metrics] Seq Cell Count: 0
[metrics] Final Hold Slack: 2890 ps
[metrics] final critical delay including setup and external delays: 3800 ps
[metrics] YS warnings: 1
[metrics] PwrDens: 52.6 mW/mm^2
[metrics] area fraction in full adders, half adders and majority gates: 0%
[metrics] post-synth design cell area: 398 um^2
[metrics] Vias/cell: 3.96
[metrics] setup repair after global routing missed its margin: false
[metrics] IO Port Bufs: 32
[metrics] pin count of the biggest net entering global routing: 14
[metrics] post-synthesis simple-gate area fraction: 53.8%
[metrics] Total Routing Usage GR: 4.62%
[metrics] Crit Path Max Fanout: 8
[metrics] violation count after the first detailed-route iteration: 31
[metrics] post-route clock period utilization: 79.1%
[metrics] number of cells upsized or downsized after cts: 0
[metrics] Die Span X: 80 um
[metrics] final setup fails: 0
[metrics] antenna violations before repair: 0
[metrics] hold-fix buffer count after cts: 0
[metrics] post-detailed-placement cell area: 748 um^2
[metrics] start point of the worst hold path: instr[30]
[metrics] DR WL/cell: 11.1 um
[metrics] share of post-route cells with drive strength above 1: 7.53%
[metrics] # DRC: 0
[metrics] number of search-and-repair iterations in the first detailed-routing pass: 4
[metrics] aoi/oai-family share of the synthesized area: 36.5%
[metrics] effective utilization at floorplan: 11.6%
[metrics] static leakage: 0.249 nW
[metrics] Post-CTS Repair Setup Buffers: 0
[metrics] startpoint kind of the worst setup timing path: primary input
[metrics] die height: 80 um
[metrics] via count of the first global-routing pass: 485
[metrics] pin slew with the least headroom to its limit: 440 ps
[metrics] Synth Instances: 66
[metrics] CP required: 3840 ps
[metrics] fin area: 748 um^2
[metrics] biggest combinational cell group after synthesis: simple AND/OR/NAND/NOR gates
[metrics] Final Total Pwr: 0.0394 mW
[metrics] aggregate global routing overflow: 0
[metrics] Synth mux share: 0%
[metrics] total detailed-routing wirelength: 1.55 mm
[metrics] Netlist cell types: 30
[metrics] worst slew margin relative to its limit: 70.2%
[metrics] Yosys chip area: 398 um^2
[metrics] Max Freq: 0.263 GHz
[metrics] chip area: 0.00640 mm^2
[metrics] number of warnings in the stage logs: 47
[metrics] worst vdd ir: 0.0183 mV
[metrics] clock buf count: 0
[metrics] xor+xnor area frac: 0%
[metrics] global-route wire length before repair: 2.48 mm
[metrics] standard-cell row count: 21
[metrics] synthesized area per cell: 6.03 um^2
[metrics] type of the tightest min-delay check: in -> out
[metrics] total I/O pin count: 47
[metrics] WS Path Type: in -> out
[metrics] final estimated routing congestion in global placement: 0.750
[metrics] count of maximum capacitance violations: 0
[metrics] final antenna-violating net count: 0
[metrics] count of endpoints failing hold in the final timing report: 0
[metrics] Post-DP HPWL: 1.37 mm
[metrics] number of diodes: 0
[metrics] number of cells in Yosys stat: 66
[critical path, cell delays in order]
cell	delay [ps]
clkdlybuf4s50_1	570
nor3_1	330
nor4b_1	420
clkdlybuf4s50_1	560
[path summary, 6_finish.rpt]
kind | depth (start not counted) | end
worst min-delay path | 4 | alu_op[0]
worst max-delay path | 4 | mem_rden[0]
[Yosys cell counts]
cell	instances	area share [%]
buf_2	1	1.3
o22ai_1	1	1.6
clkbuf_1	2	1.9
a21oi_1	2	2.5
o211ai_2	1	3.1
buf_4	2	3.8
nand2_1	7	6.6
o21a_1	2	3.8
nor3_1	6	7.5
nor2_1	10	9.4
a31oi_1	1	1.6
nor2b_1	1	1.6
a221oi_2	1	3.8
and2b_2	1	2.2
nor4b_1	2	4.4
nand3_1	3	3.8
nand2_2	1	1.6
o21ai_0	5	6.3
nand2b_4	1	3.5
a211oi_1	2	3.8
nand4_1	1	1.6
a211o_1	1	2.2
a2bb2oi_1	1	2.2
nor4_4	1	5.3
o2bb2ai_1	1	2.2
nand2b_1	2	3.1
o21ai_1	1	1.3
and3_1	2	3.1
o21ai_2	1	2.2
inv_1	3	2.8
[logic make-up (layout without fill, tap and decap cells)]
| group | count (synthesis) | count (layout) |
|---|---|---|
| compound gates | 20 | 20 |
| simple gates | 38 | 38 |
| buf+inv | 8 | 35 |
[final cells by class]
class | count | area (um^2)
Fill cell | 395 | 2670
Multi-Input combinational cell | 58 | 359
Timing Repair Buffer | 32 | 320
Tap cell | 46 | 57.6
Inverter | 3 | 11.3
[per-layer routing]
layer  vias up  track usage [%]  wire [um]  share of wire (%)
li1        296                -          -                  -
met1       242             6.20        694                 45
met2        13             7.78        755                 49
met3         0             1.02         94                6.1
met4         0                0          0                  0
met5         -                0          0                  0
[placed cells by master (no fill, tap or decap)]
master           count
o21a_1               2
nand3_1              3
nor2b_1              1
o21ai_1              1
nor4b_1              2
a211oi_1             2
and2b_2              1
nand2_1              7
a211o_1              1
a21oi_1              2
nor4_4               1
nand2_2              1
nand2b_1             2
a221oi_2             1
o22ai_1              1
inv_1                3
o21ai_0              5
nor3_1               6
o2bb2ai_1            1
nand4_1              1
a31oi_1              1
o21ai_2              1
nand2b_4             1
o211ai_2             1
and3_1               2
a2bb2oi_1            1
clkdlybuf4s50_1     32
nor2_1              10
[power by group]
group	internal, mW	switching, mW	leakage [nW]	total, mW
combinational	0.0212	0.0181	0.249	0.0394
clock	0	0	0	0
sequential	0	0	0	0
[stage by stage]
| step | std cells | setup WS [ps] |
|---|---|---|
| after floorplan | 66 | 2130 |
| after global placement | 139 | 960 |
| after detailed placement | 139 | 936 |
| after CTS | 139 | 934 |
| after global routing | 139 | 868 |
| final | 139 | 1000 |
Power and IR drop assume default switching activity.
