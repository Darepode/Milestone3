==> run.sh <==
#!/bin/bash
# OpenROAD 26Q1-2900-gdf79404cd8, Yosys 0.63+post, stock flow scripts
make -C /OpenROAD-flow-scripts/flow DESIGN_CONFIG=/design/flow/config.mk WORK_HOME=/design/flow/orfs finish
==> config.mk <==
export PLATFORM = sky130hd
export DESIGN_NAME = bru
export DESIGN_NICKNAME = bru
export VERILOG_FILES = /design/flow/design.v
export SDC_FILE = /design/flow/constraint.sdc
export NUM_CORES = 4
export LEC_CHECK = 1
export CORE_AREA = 10 10 94 94
export DIE_AREA = 0 0 104 104
==> constraint.sdc <==
current_design bru

set clk_period 16.3
set clk_io_pct 0.2

create_clock -name clk0 -period $clk_period

set non_clock_inputs [all_inputs -no_clocks]
set_input_delay [expr $clk_period * $clk_io_pct] -clock clk0 $non_clock_inputs
set_output_delay [expr $clk_period * $clk_io_pct] -clock clk0 [all_outputs]
==> design.v <==
module bru (
    input  logic [31:0] rs1_data, rs2_data,
    input  logic [0:0]  is_br, is_uncbr,
    input  logic [2:0]  func3,
    output logic [0:0]  pc_sel
);
    logic [31:0] sub;
    logic overflow, carry;
    logic [0:0] br_equal, br_less, br_less_uns;
    assign {carry,sub} = rs1_data + ~rs2_data + 32'b1;
    assign overflow = (rs1_data[31] ^ rs2_data[31]) & (rs1_data[31] ^ sub[31]); 
    assign br_less_uns = carry;
    assign br_equal = (!sub) ? 1 : 0;
    assign br_less = sub[31] ^ overflow;
    always @(*) begin
        if (is_uncbr) pc_sel = 1'b1;
        else if (is_br) begin
            case (func3)
                3'b000: begin 
                            if (br_equal) pc_sel = 1'b1; 
                            else pc_sel = 1'b0; 
                        end
                3'b001: begin 
                            if (!br_equal) pc_sel = 1'b1; 
                            else pc_sel = 1'b0; 
                        end   
                3'b100: begin 
                            if (br_less) pc_sel = 1'b1; 
                            else pc_sel = 1'b0; 
                        end
                3'b101: begin 
                            if (!br_less || br_equal) pc_sel = 1'b1; 
                            else pc_sel = 1'b0; 
                        end
                3'b110: begin 
                            if (br_less_uns) pc_sel = 1'b1; 
                            else pc_sel = 1'b0; 
                        end
                3'b111: begin 
                            if (!br_less_uns || br_equal) pc_sel = 1'b1; 
                            else pc_sel = 1'b0; 
                        end
                default: pc_sel = 1'b0;
            endcase
        end else pc_sel = 1'b0;
    end
endmodule
==> job_summary.md <==
## PnR job results

| Metric | Value |
|---|---|
| Vias | 2979 |
| Distinct lib cells | 79 |
| Slew HR | 66.7% |
| RePlAce Congestion | 0.919 |
| Crit-path cells | clkdlybuf4s50_1 > inv_1 > ha_1 > nand4_1 > nor3_1 > o21ai_0 > nand3_1 > a311oi_2 > o21bai_1 > a21oi_1 > o21ai_0 > a21oi_1 > fa_1 > nand4b_1 > nor4_1 > nand4b_1 > nor4_2 > nand4_1 > a2111oi_2 > mux2_1 > a31o_1 > clkdlybuf4s50_1 |
| Syn avg cell area | 6.71 um2 |
| Final hold viol count | 0 |
| # setup viols final | 0 |
| Worst-margin pin slew | 0.496 ns |
| Yosys Chip Area | 0.00260 mm2 |
| Chip width | 104 um |
| Top cell area share | 15.4% |
| Number of clock buffers in the layout | 0 |
| FILL cells | 706 |
| Post-DP HPWL | 6.92 mm |
| GRT Total Usage | 13.8% |
| Synth warnings | 1 |
| Remaining antenna violation count after routing | 0 |
| Hold path cells | 3 |
| Worst VDD drop | 0.0144 mV |
| IO Count | 70 |
| Site row count | 30 |
| Vias in the first global route | 2743 |
| Hold EP | pc_sel[0] |
| Initial DRC count | 122 |
| TNS Setup | 0 ns |
| CP max FO | 13 |
| Drt wl/cell | 14.6 um |
| Largest net degree at the start of global routing | 14 |
| Finished Layout Cells | 542 |
| Cells after Synth | 387 |
| Hold-fix buffers at CTS | 0 |
| Crit path required time | 13.04 ns |
| Remaining Overflow, GRT | 0 |
| Die Ht | 104 um |
| Register area | 0 um2 |
| Crit start category | primary input |
| TritonRoute pass-1 iters | 5 |
| DRT Wirelength | 7.89 mm |
| Port Buf Inserts | 70 |
| Critical path type | primary input to output port |
| Post-CTS setup buffer count | 0 |
| Tool warnings | 32 |
| Post-synth top area cell | ha_1 |
| Status | complete, no violations |
| Drt via density | 5.50 |
| Share of cells above drive strength 1 | 6.28% |
| First-pass GRT wire length | 13.1 mm |
| Final Util | 49.0% |
| Ys cells | 387 |
| Final period util | 72.2% |
| Hold slack | 7.50 ns |
| Core area | 0.00683 mm2 |
| Cell Area, Synth | 0.00260 mm2 |
| Synth-to-Final Area Change | 28.9% |
| Max Slew Vio Count | 0 |
| Hold Crit Class | primary input to output port |
| Residual DRC | 0 |
| FP Core Util | 38.0% |
| Top cells, area | ha_1 15%, a21oi_1 7.5%, inv_1 6.4% |
| Flop Count | 0 |
| Antenna diode count | 0 |
| Register share after synthesis | 0% |
| Tmin final | 11.78 ns |
| Max Cap Viol | 0 |
| Chip Area | 0.0108 mm2 |
| Initial antenna violation count | 0 |
| Crit. End Element | output port |
| Slowest CP cell | ha_1 |
| Placed Cells incl. Taps | 542 |
| RSZ-0062 raised after global routing | false |
| Critical Path AT | 8.52 ns |
| Hold_sp | is_uncbr[0] |
| FMAX | 84.9 MHz |
| Post-CTS Resized | 0 |
| Static Leak | 0.00137 uW |
| Max incr delay on CP | 0.53 ns |
| Pwr Density | 36.9 mW/mm2 |
==> cell usage in the layout, fill, tap and decap left out, types with 9 or more instances in the layout <==
cell              n
ha_1             32
inv_1            44
clkdlybuf4s50_1  70
nand4_1          12
nand2_1          34
o21ai_0          23
xor2_1            9
nor2_1           32
a21oi_1          39
o21a_1           12
==> cell families (layout without fill, tap and decap cells) <==
group	Yosys count	after routing	synth area share (%)
simple gates	141	141	29.6
buf+inv	55	114	9.06
xor+xnor	14	14	4.72
fa+ha+maj	34	34	17.0
compound gates	134	134	35.9
mux	9	9	3.76
==> worst max-delay path: cells and delay by family <==
family	cells	cell delay, ns
and+or+nand+nor	8	1.60
AOI/OAI and AO/OA	8	1.37
adders and majority gates	2	1.04
buffers and inverters	3	0.89
muxes	1	0.35
==> per-stage QoR <==
| step | power [uW] | setup slack, ns | cell area (um2) |
|---|---|---|---|
| 6_report | 124 | 4.52 | 3350 |
| 5_1_grt | 136 | 4.01 | 3350 |
| 4_1_cts | 123 | 4.50 | 3350 |
| 3_5_place_dp | 123 | 4.54 | 3350 |
| 3_3_place_gp | 123 | 4.66 | 3350 |
| 2_1_floorplan | 85.5 | 5.94 | 2600 |
==> report_power, final <==
group          internal, uW  switching [uW]
Combinational          56.4            67.2
Sequential                0               0
Clock                     0               0
Total                  56.4            67.2
==> layout make-up <==
type | instances | area [um2] | share of cell area [%]
Tap cell | 96 | 120 | 3.59
Multi-Input combinational cell | 332 | 2360 | 70.5
Inverter | 44 | 165 | 4.93
Timing Repair Buffer | 70 | 701 | 20.9
==> layer usage <==
layer	global-route usage, %	routed length (um)	vias to the layer above
met1	19.9	3850	1319
met4	0.895	57	0
met3	1.00	421	4
li1	-	-	1556
met5	0	0	-
met2	22.7	3560	100
==> worst max path at each step <==
| stage | from | to | slack, ns | cells after the start |
|---|---|---|---|---|
| finish | rs2_data[9] | pc_sel[0] | 4.52 | 22 |
| global route | rs2_data[9] | pc_sel[0] | 4.01 | 22 |
| CTS | rs2_data[9] | pc_sel[0] | 4.50 | 22 |
==> synthesized netlist by cell type, types with 3 or more instances <==
cell type	count
inv_1	44
a21oi_1	39
nand2_1	34
ha_1	32
nor2_1	32
o21ai_0	23
nand4_1	12
o21a_1	12
xor2_1	9
nor2b_1	8
nand3_1	7
nor3_1	7
buf_2	6
mux2i_1	6
nand4b_1	6
nor4_1	6
o21bai_1	6
a211oi_1	5
nand2b_1	5
o211ai_1	5
xnor2_1	5
a21o_1	4
o22ai_1	4
o31ai_1	4
o21ai_1	3
No activity file was given, so power comes from the tool's default toggle rates.
