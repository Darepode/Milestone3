==> ./design.v <==
module regfile (
    input         clk_i, rd_wren, rst_ni,
    input  [4:0]  rd_addr, rs1_addr, rs2_addr,
    input  [31:0] rd_data,
    output [31:0] rs1_data, rs2_data
);
    reg [31:0] register[0:31];
    always @(posedge clk_i or negedge rst_ni) begin
        if (!rst_ni) begin
            for (integer i = 0; i < 32; i++) begin
                register[i] <= '0;
            end
        end else if (rd_wren && rd_addr) register[rd_addr] <= rd_data;
    end
    assign rs1_data = ((rd_addr != 5'b00_000) && (rd_addr == rs1_addr) && rd_wren) ? rd_data : register[rs1_addr];
    assign rs2_data = ((rd_addr != 5'b00_000) && (rd_addr == rs2_addr) && rd_wren) ? rd_data : register[rs2_addr];
endmodule
==> ./run.sh <==
#!/bin/bash
# OpenROAD 26Q1-2900-gdf79404cd8, Yosys 0.63+post, stock flow scripts
make -C /OpenROAD-flow-scripts/flow DESIGN_CONFIG=/design/flow/config.mk WORK_HOME=/design/flow/orfs finish
==> ./config.mk <==
export PLATFORM = sky130hd
export DESIGN_NAME = regfile
export DESIGN_NICKNAME = regfile
export VERILOG_FILES = /design/flow/design.v
export SDC_FILE = /design/flow/constraint.sdc
export NUM_CORES = 4
export LEC_CHECK = 1
export CORE_UTILIZATION = 40
==> ./constraint.sdc <==
current_design regfile

set clk_period 9.0
set clk_io_pct 0.2

create_clock -name clk0 -period $clk_period [get_ports {clk_i}]

set non_clock_inputs [all_inputs -no_clocks]
set_input_delay [expr $clk_period * $clk_io_pct] -clock clk0 $non_clock_inputs
set_output_delay [expr $clk_period * $clk_io_pct] -clock clk0 [all_outputs]
==> run notes <==
impl run done, here's what came out: Hold Path Class register to register, RSZ-0062 raised after global routing false, H-tree Lvls 3, cell with the most instances on the worst path buf_4, Top Layout Cells 1024 x dfrtp_1, 993 x mux2_2, 644 x a22oi_1, 270 x buf_4, 225 x and3_1, fillers roughly 12000, setup tns final 0 ns, CP Launch Type primary input, # IOs roughly 110, largest net degree at the start of global routing ~120, Via Count about 48000, delay-heaviest family, CP buffers and inverters, Largest Register register, Slew @ Worst Pin approximately 1.4 ns, global-route wire length before repair between 400000 and 500000 microns, Simple-Gate Area Share 9.694%, initial DRC count roughly 7000, ys async rst share 100.0%, total track usage between 40% and 50%, Synth Area in Adders 0%, Die Span Y ~360 microns, EDFF count, synth 0, LEAKAGE roughly 27 nW, ys cells around 4600, Tot Pwr approximately 14 mW, critical path class primary input to output pin, tool warnings about 46, drt first pass iters 9, post-DP HPWL roughly 190000 microns, Top cell excl fill/tap dfrtp_1, FF-to-FF setup slack between 8 and 9 ns, share of layout cells above drive strength 1 approximately a third, Power Dens Cells roughly 220 mW/mm^2, Synth-to-Final Area Change 15.87%, Final Hold Fails 0, antenna violations before repair 34, Core Area 0.1296 sq mm, Die ar. 0.1323 sq mm, critical-path cell list buf_4, buf_4, and3b_1, buf_4, a222oi_1, o211ai_1, nor4_1, o21ai_1, clkdlybuf4s50_1, Post-CTS Setup Inserts 0, routed wire length roughly 300000 microns, peak supply drop ~150 uV, Netlist cell types approximately 73, WP data arrival roughly 6.4 ns, drt wl/cell 46.21 microns, Root Buffer clkbuf_16, worst path required time 7.20 ns, Hold Buf Count CTS 0, gpl congestion around 1.1, crit-path max cell delay approximately 0.98 ns, Slew Limit Fails 0, Rows roughly 130, MUX share of area around 22%, aoi share between 15 and 20%, Synthesis Warnings 2, Mapped Area roughly 0.052 sq mm, CP bufs+invs 4, XOR-XNOR Cells, Area Fraction less than 1%, Commonest flop dfrtp_1, Post-synth seq share 48.95%, top area contributor share between 40% and 50%, Final Skew 0 ns, Top Registers register (1024), Main logic family multiplexers, YS chip area 0.05235 sq mm, TritonCTS Buffers ~120, vias per cell around 7.4, antenna-violating nets left 0, syn_area_per_cell 11.41 sq um, critical path's slowest cell a222oi_1, worst hold slack 0.3930 ns, CP Capture Type output pin, status completed, max reg flops ~1000, Sink Count ~1000, maximum capacitance violations 0, Die X 363.8 microns, clk latency late pin 0.77 ns, clock buffer depth 3, maximum clock frequency between 0.1 and 0.15 GHz, Tmin final just over 8 ns, total grt overflow 0, drc violations 0, worst rel slew slack between 7 and 8%, Floorplan Utilization between 40% and 50%, Final period util about nine tenths, Yosys reg bits about 1000, largest area contributor in the netlist dfrtp_1, worst-path fanout max 38, CTS tree done, top cells, area dfrtp_1 49%, mux2_2 21%, a22oi_1 9.2%, final setup violation count 0, Post-CTS Resized 0, IO Port Bufs about 110, Mapped Cells about 4600, Clk pin slew, worst setup/hold paths roughly 0.060 ns, vias in the first global route between 40000 and 50000
power breakdown:
part	switching (mW)	leakage (nW)	internal [mW]	total (mW)
clock network	2.12	1.96	3.00	5.12
registers	0.940	13.1	5.47	6.41
logic	1.02	11.4	1.00	2.02
synthesized netlist by cell type (7+ instances only):
master and number:
nor2b_1 13, nor3_1 26, a22o_1 28, and3b_1 9, o21ai_1 26, and3_1 225, a2111oi_0 69, nand4b_1 7
nand3_1 117, a21oi_1 93, nor3b_1 10, nand2b_1 13, nor4_1 65, and4_1 7, inv_1 11, nand3b_1 20
mux2i_1 28, dfrtp_1 1024, a2bb2oi_1 29, buf_1 49, a211oi_1 11, buf_2 71, a221oi_1 27, a222oi_1 10
mux2_2 993, a32oi_1 10, clkbuf_1 372, a31oi_1 12, nor2_1 109, or3_1 7, a22oi_1 644, nand2_1 158
nand4_1 107, o22ai_1 44, o21ai_0 47
path summary, 6_finish.rpt:
check | start | end | cells after the start
max reg2reg | register[1][29] | register[1][29] | 1
min in group asynchronous | rst_ni | register[6][19] | 1
max in group asynchronous | rst_ni | register[6][6] | 4
min | register[0][22] | register[0][22] | 0
min reg2reg | register[0][22] | register[0][22] | 0
max | rs2_addr[0] | rs2_data[3] | 9
cells by family (layout without fill, tap and decap cells):
kind of cell,after synthesis,after routing
other,0,32
AND-OR/OR-AND,1092,1092
AND/OR/NAND/NOR,925,925
flip-flops,1024,1024
XOR/XNOR,10,10
multiplexers,1025,1025
buffers and inverters,511,619
per-layer routing:
| layer | wire [microns] | share of wire, % | vias to the layer above | GRT usage [%] |
|---|---|---|---|---|
| met5 | 1082 | 0.36 | - | 4.212 |
| met4 | 25470 | 8.5 | 56 | 28.83 |
| met3 | 54070 | 18 | 1643 | 31.92 |
| met2 | 113800 | 38 | 4635 | 58.80 |
| met1 | 104600 | 35 | 24030 | 58.72 |
| li1 | - | - | 17670 | - |
final cells by class:
type | count | area (sq um) | area share (%)
clock inverter | 55 | 757.0 | 1.248
clock buffer | 160 | 3279 | 5.406
inverter | 11 | 41.29 | 0.06807
tap | 1742 | 2180 | 3.593
antenna | 32 | 80.08 | 0.1320
sequential | 1024 | 25620 | 42.24
timing repair buffer | 393 | 3328 | 5.487
multi-input combinational | 3052 | 25370 | 41.82
per-stage QoR:
step | utilization (%) | area [sq um] | instances | setup WS [ns]
floorplan | - | 52350 | 4587 | 3.683
global placement | 43.61 | 56540 | 6222 | 1.148
detailed placement | 43.61 | 56540 | 6222 | 1.125
CTS | 46.73 | 60580 | 6437 | 1.116
global route | 46.74 | 60600 | 6445 | 0.9348
finish | 46.79 | 60660 | 6469 | 0.7704
Power is estimated from default activity; no workload was simulated.
