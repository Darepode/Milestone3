File: ./design.v
module sram_controller (
  input  logic [17:0]   i_ADDR   ,
  input  logic [31:0]   i_WDATA  ,
  input  logic [ 3:0]   i_BMASK  ,
  input  logic          i_WREN   ,
  input  logic          i_RDEN   ,
  output logic [31:0]   o_RDATA  ,
  output logic          o_ACK    ,
  output logic [17:0]   SRAM_ADDR,
  inout  wire  [15:0]   SRAM_DQ  ,
  output logic          SRAM_CE_N,
  output logic          SRAM_WE_N,
  output logic          SRAM_OE_N,
  output logic          SRAM_LB_N,
  output logic          SRAM_UB_N,
  input logic i_clk,
  input logic i_reset
);
  typedef enum logic [2:0] {
      StIdle
    , StWrite
    , StWriteAck
    , StRead0
    , StRead1
    , StRead2
    , StRead3
    , StReadAck
  } sram_state_e;
  sram_state_e sram_state_d;
  sram_state_e sram_state_q;
  logic [17:0] addr_d;
  logic [17:0] addr_q;
  logic [31:0] wdata_d;
  logic [31:0] wdata_q;
  logic [31:0] rdata_d;
  logic [31:0] rdata_q;
  logic [ 3:0] bmask_d;
  logic [ 3:0] bmask_q;
  logic [15:0] DIN;
  logic [15:0] DOUT;
  always @(*) begin : proc_detect_state
    case (sram_state_q)
      StIdle, StWriteAck, StReadAck: begin
        if (i_WREN ~^ i_RDEN) begin
          sram_state_d = StIdle;
          addr_d       = addr_q;
          wdata_d      = wdata_q;
          rdata_d      = rdata_q;
          bmask_d      = bmask_q;
        end
        else begin
          if (i_WREN) sram_state_d = StWrite; else sram_state_d = StRead0;
          addr_d       = i_ADDR & 18'h3FFFE;
          wdata_d      = i_WREN ? i_WDATA : wdata_q;
          rdata_d      = rdata_q;
          bmask_d      = i_BMASK;
        end
      end
      StWrite: begin
        sram_state_d = StWriteAck;
        addr_d       = addr_q | 18'h1;
        wdata_d      = wdata_q;
        rdata_d      = rdata_q;
        bmask_d      = bmask_q;
      end
      StRead0: begin
        sram_state_d = StRead1;
        addr_d       = addr_q;
        wdata_d      = wdata_q;
        rdata_d      = {rdata_q[31:16], DIN};
        bmask_d      = bmask_q;
      end
      StRead1: begin
        sram_state_d = StRead2;
        addr_d       = addr_q | 18'h1;
        wdata_d      = wdata_q;
        rdata_d      = {rdata_q[31:16], DIN};
        bmask_d      = bmask_q;
      end
      StRead2: begin
        sram_state_d = StRead3;
        addr_d       = addr_q;
        wdata_d      = wdata_q;
        rdata_d      = {DIN, rdata_q[15:0]};
        bmask_d      = bmask_q;
      end
      StRead3: begin
        sram_state_d = StReadAck;
        addr_d       = addr_q;
        wdata_d      = wdata_q;
        rdata_d      = {DIN, rdata_q[15:0]};
        bmask_d      = bmask_q;
      end
      default: begin
        sram_state_d = StIdle;
        addr_d       = '0;
        wdata_d      = '0;
        rdata_d      = '0;
        bmask_d      = '0;
      end
    endcase
  end
  always @(posedge i_clk) begin
    if (!i_reset) begin
      sram_state_q <= StIdle;
    end
    else begin
      sram_state_q <= sram_state_d;
    end
  end
  always @(posedge i_clk) begin
    if (!i_reset) begin
      addr_q  <= '0;
      wdata_q <= '0;
      rdata_q <= '0;
      bmask_q <= 4'b0000;
    end
    else begin
      addr_q  <= addr_d;
      wdata_q <= wdata_d;
      rdata_q <= rdata_d;
      bmask_q <= bmask_d;
    end
  end
  always @(*) begin : proc_output_to_sram
    SRAM_ADDR = addr_q;
    case (sram_state_q)
      StWrite: begin
        DOUT      = wdata_q[15:0];
        SRAM_WE_N = 1'b0;
        SRAM_OE_N = 1'b1;
        SRAM_CE_N = 1'b0;
        {SRAM_UB_N, SRAM_LB_N} = ~bmask_q[1:0];
      end
      StWriteAck: begin
        DOUT      = wdata_q[31:16];
        SRAM_WE_N = 1'b0;
        SRAM_OE_N = 1'b1;
        SRAM_CE_N = 1'b0;
        {SRAM_UB_N, SRAM_LB_N} = ~bmask_q[3:2];
      end
      StRead0, StRead1: begin
        DOUT      = 'z;
        SRAM_WE_N = 1'b1;
        SRAM_OE_N = 1'b0;
        SRAM_CE_N = 1'b0;
        {SRAM_UB_N, SRAM_LB_N} = ~bmask_q[1:0];
      end
      StRead2, StRead3: begin
        DOUT      = 'z;
        SRAM_WE_N = 1'b1;
        SRAM_OE_N = 1'b0;
        SRAM_CE_N = 1'b0;
        {SRAM_UB_N, SRAM_LB_N} = ~bmask_q[3:2];
      end
      StReadAck: begin
        DOUT      = 'z;
        SRAM_WE_N = 1'b1;
        SRAM_OE_N = 1'b1;
        SRAM_CE_N = 1'b1;
        {SRAM_UB_N, SRAM_LB_N} = 2'b11;
      end
      default: begin
        DOUT      = 'z;
        SRAM_WE_N = 1'b1;
        SRAM_OE_N = 1'b1;
        SRAM_CE_N = 1'b1;
        {SRAM_UB_N, SRAM_LB_N} = 2'b11;
      end
    endcase
  end
  assign SRAM_DQ = DOUT;
  assign DIN = SRAM_DQ;
  always @(*) begin : proc_output_to_lsu
    o_RDATA = rdata_q;
    o_ACK  = (sram_state_q == StWriteAck) || (sram_state_q == StReadAck);
  end
endmodule : sram_controller
File: ./run.sh
#!/bin/bash
# OpenROAD 26Q1-2900-gdf79404cd8, Yosys 0.63+post, stock flow scripts
make -C /OpenROAD-flow-scripts/flow DESIGN_CONFIG=/design/flow/config.mk WORK_HOME=/design/flow/orfs finish
File: ./config.mk
export PLATFORM = sky130hd
export DESIGN_NAME = sram_controller
export DESIGN_NICKNAME = sram_controller
export VERILOG_FILES = /design/flow/design.v
export SDC_FILE = /design/flow/constraint.sdc
export NUM_CORES = 4
export LEC_CHECK = 1
export CORE_UTILIZATION = 40
File: ./constraint.sdc
current_design sram_controller

set clk_period 6.3
set clk_io_pct 0.2

create_clock -name clk0 -period $clk_period [get_ports {i_clk}]

set non_clock_inputs [all_inputs -no_clocks]
set_input_delay [expr $clk_period * $clk_io_pct] -clock clk0 $non_clock_inputs
set_output_delay [expr $clk_period * $clk_io_pct] -clock clk0 [all_outputs]
==> flow_metrics.tcl <==
# collected from the flow reports
set metrics [dict create \
    cts_hold_buf 0 \
    yosys-stat-cells 421 \
    htreeDepth 3 \
    netlist-cell-type-count 29 \
    post_synth.cell_area_avg_sq_um 9.42 \
    mappedNetlistArea_sq_um 3960 \
    synth.top_cells.by_area "sky130_fd_sc_hd__dfxtp_1 (47%), sky130_fd_sc_hd__mux2i_1 (13%), sky130_fd_sc_hd__nand2_1 (11%)" \
    synth.cellmix.xorXnorShare_pct 0.221 \
    yosys.area.top_type "sky130_fd_sc_hd__dfxtp_1" \
    ioPinCount 130 \
    adder_share_pct 0 \
    yosys-dominant-comb-family "multiplexers" \
    status "aborted with a tool error" \
    synthesis.yosys.warnings 5 \
    root_buffer "sky130_fd_sc_hd__clkbuf_8" \
    buffer_ports.inserted 112 \
    die_w_microns 102 \
    synth.cellmix.compoundShare_pct 13.0 \
    flow.stopped_at "clock tree synthesis (4_1_cts)" \
    error "[error] [KeplerFormal.cpp:679] Workflow failed: Iso has multiple drivers: .SRAM_DQ0, _321_.X0" \
    placed_area_sq_um 5100 \
    clock_path_buffers 2 \
    fp.dieH_microns 102 \
    place.gp.congestion 0.764 \
    synthesis.instances 421 \
    synth.area.mux_share_pct 17.9 \
    top_cell_area_share_pct 47.5 \
    total_of_cells_resized_after_clock_tree_synthesis 0 \
    ys_ff 94 \
    floorplan.rows 35 \
    cts_made_buffers 9 \
    dp.cells 632 \
    ys_seq_share_pct 47.5 \
    simple_gate_area_share_pct 16.0 \
    share_of_the_core_filled_by_cells_before_placement_pct 42.1 \
    cts.repair_timing.setup_buffer_count 0 \
    synth_chip_area_sq_um 3960 \
    hpwl_microns 6270 \
    numClockSinks 94 \
]
==> kinds of logic after synthesis <==
logic type / after synthesis
mux: 69
flops: 94
buf+inv: 41
compound gates: 70
simple gates: 146
xor+xnor: 1
==> metrics by stage <==
stage / setup slack, ps / hold slack, ps / utilization (%)
3_5_place_dp: 3280 / 446 / 54.2
3_3_place_gp: 3310 / 440 / 54.2
2_1_floorplan: 3840 / 418 / -
==> cell usage after synthesis <==
cell / number
sky130_fd_sc_hd__o311a_1: 16
sky130_fd_sc_hd__nor3_1: 2
sky130_fd_sc_hd__nand2_1: 112
sky130_fd_sc_hd__and2_2: 1
sky130_fd_sc_hd__nor3b_1: 1
sky130_fd_sc_hd__dfxtp_1: 94
sky130_fd_sc_hd__o22a_1: 2
sky130_fd_sc_hd__a21oi_1: 16
sky130_fd_sc_hd__buf_8: 3
sky130_fd_sc_hd__and2_1: 4
sky130_fd_sc_hd__nor3_2: 2
sky130_fd_sc_hd__mux2i_1: 53
sky130_fd_sc_hd__clkinv_1: 1
sky130_fd_sc_hd__inv_1: 2
sky130_fd_sc_hd__xnor2_1: 1
sky130_fd_sc_hd__o21ai_0: 16
sky130_fd_sc_hd__nand4_1: 16
sky130_fd_sc_hd__a211o_1: 1
sky130_fd_sc_hd__a211oi_1: 1
sky130_fd_sc_hd__clkbuf_1: 30
sky130_fd_sc_hd__or3_1: 3
sky130_fd_sc_hd__or2_2: 2
sky130_fd_sc_hd__mux2_2: 16
sky130_fd_sc_hd__a211oi_4: 2
sky130_fd_sc_hd__buf_6: 3
sky130_fd_sc_hd__nor2_1: 2
sky130_fd_sc_hd__buf_2: 2
sky130_fd_sc_hd__o21bai_1: 16
sky130_fd_sc_hd__nand2b_1: 1
