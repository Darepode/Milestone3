## design.v

```verilog
module sram (
  input  logic [17:0]   i_ADDR   ,
  input  logic [31:0]   i_WDATA  ,
  input  logic [ 3:0]   i_BMASK  ,
  input  logic          i_WREN   ,
  input  logic          i_RDEN   ,
  output logic [31:0]   o_RDATA  ,
  output logic          o_ACK    ,
  output logic [17:0]   SRAM_ADDR,
  inout  logic [15:0]   SRAM_DQ  ,
  output logic          SRAM_CE_N,
  output logic          SRAM_WE_N,
  output logic          SRAM_LB_N,
  output logic          SRAM_UB_N,
  input  logic          SRAM_OE_N,
  input logic i_clk,
  input logic i_reset
);
  typedef enum logic [2:0] {
      StIdle
    , StWrite
    , StWriteAck
    , StRead0
    , StRead1
    , StRead2
    , StRead3
    , StReadAck
  } sram_state_e;
  sram_state_e sram_state_d;
  sram_state_e sram_state_q;
  logic [17:0] addr_d;
  logic [17:0] addr_q;
  logic [31:0] wdata_d;
  logic [31:0] wdata_q;
  logic [31:0] rdata_d;
  logic [31:0] rdata_q;
  logic [ 3:0] bmask_d;
  logic [ 3:0] bmask_q;
  always_comb begin : proc_detect_state
    case (sram_state_q)
      StIdle, StWriteAck, StReadAck: begin
        if (i_WREN ~^ i_RDEN) begin
          sram_state_d = StIdle;
          addr_d       = addr_q;
          wdata_d      = wdata_q;
          rdata_d      = rdata_q;
          bmask_d      = bmask_q;
        end
        else begin
          sram_state_d = i_WREN ? StWrite : StRead0;
          addr_d       = i_ADDR & 18'h3FFFE;
          wdata_d      = i_WREN ? i_WDATA : wdata_q;
          rdata_d      = rdata_q;
          bmask_d      = i_BMASK;
        end
      end
      StWrite: begin
        sram_state_d = StWriteAck;
        addr_d       = addr_q | 18'h1;
        wdata_d      = wdata_q;
        rdata_d      = rdata_q;
        bmask_d      = bmask_q;
      end
      StRead0: begin
        sram_state_d = StRead1;
        addr_d       = addr_q;
        wdata_d      = wdata_q;
        rdata_d      = {rdata_q[31:16], SRAM_DQ};
        bmask_d      = bmask_q;
      end
      StRead1: begin
        sram_state_d = StRead2;
        addr_d       = addr_q | 18'h1;
        wdata_d      = wdata_q;
        rdata_d      = {rdata_q[31:16], SRAM_DQ};
        bmask_d      = bmask_q;
      end
      StRead2: begin
        sram_state_d = StRead3;
        addr_d       = addr_q;
        wdata_d      = wdata_q;
        rdata_d      = {SRAM_DQ, rdata_q[15:0]};
        bmask_d      = bmask_q;
      end
      StRead3: begin
        sram_state_d = StReadAck;
        addr_d       = addr_q;
        wdata_d      = wdata_q;
        rdata_d      = {SRAM_DQ, rdata_q[15:0]};
        bmask_d      = bmask_q;
      end
      default: begin
        sram_state_d = StIdle;
        addr_d       = '0;
        wdata_d      = '0;
        rdata_d      = '0;
        bmask_d      = '0;
      end
    endcase
  end
  always_ff @(posedge i_clk) begin
    if (!i_reset) begin
      sram_state_q <= StIdle;
    end
    else begin
      sram_state_q <= sram_state_d;
    end
  end
  always_ff @(posedge i_clk) begin
    if (!i_reset) begin
      addr_q  <= '0;
      wdata_q <= '0;
      rdata_q <= '0;
      bmask_q <= 4'b0000;
    end
    else begin
      addr_q  <= addr_d;
      wdata_q <= wdata_d;
      rdata_q <= rdata_d;
      bmask_q <= bmask_d;
    end
  end
  always_comb begin : proc_output
    SRAM_ADDR = addr_q;
    SRAM_DQ   = 'z;
    SRAM_WE_N = 1'b1;
    SRAM_CE_N = 1'b1;
    case (sram_state_q)
      StWrite, StRead0, StRead1: begin
        {SRAM_UB_N, SRAM_LB_N} = ~bmask_q[1:0];
      end
      StWriteAck, StRead2, StRead3, StReadAck: begin
        {SRAM_UB_N, SRAM_LB_N} = ~bmask_q[3:2];
      end
      default: begin
        {SRAM_UB_N, SRAM_LB_N} = ~bmask_q[1:0];
      end
    endcase
    if (sram_state_q == StWrite) begin
      SRAM_DQ   = wdata_q[15:0];
      SRAM_WE_N = 1'b0;
    end
    if (sram_state_q == StWriteAck) begin
      SRAM_DQ   = wdata_q[31:16];
      SRAM_WE_N = 1'b0;
    end
    if (sram_state_q != StIdle) begin
      SRAM_CE_N = 1'b0;
    end
  end
  assign o_RDATA = rdata_q;
  assign o_ACK  = (sram_state_q == StWriteAck) || (sram_state_q == StReadAck);
endmodule : sram
```

## run.sh

```bash
#!/bin/bash
# OpenROAD 26Q1-2900-gdf79404cd8, Yosys 0.63+post, stock flow scripts
make -C /OpenROAD-flow-scripts/flow DESIGN_CONFIG=/design/flow/config.mk WORK_HOME=/design/flow/orfs finish
```

## config.mk

```make
export PLATFORM = sky130hd
export DESIGN_NAME = sram
export DESIGN_NICKNAME = sram
export VERILOG_FILES = /design/flow/design.v
export SDC_FILE = /design/flow/constraint.sdc
export NUM_CORES = 4
export LEC_CHECK = 1
export CORE_UTILIZATION = 50
```

## constraint.sdc

```tcl
current_design sram

set clk_period 7.9
set clk_io_pct 0.2

create_clock -name clk0 -period $clk_period [get_ports {i_clk}]

set non_clock_inputs [all_inputs -no_clocks]
set_input_delay [expr $clk_period * $clk_io_pct] -clock clk0 $non_clock_inputs
set_output_delay [expr $clk_period * $clk_io_pct] -clock clk0 [all_outputs]
```

==> metrics.csv <==
stage,metric,value,unit
worst_setup_path,Critical Path Fanout Max,16,
clocking,clk latency of the worst-skew pair,0.35,ns
finish,FF/Latch Area,1780,um2
timing,RSZ-0062 raised after global routing,no,
worst_setup_path,CP endpoint,SRAM_DQ[12],
worst_hold_path,HP Class,flip-flop to flip-flop,
clocking,"Reg clk slew, reported paths",0.10,ns
timing,Tmin final,4.00,ns
finish,Final Cell Area,5540,um2
timing,Tcrit/Tclk final,50.7,%
synthesis,main area contributors,"dfxtp_1 (42%), mux2i_1 (8.0%), nand2_1 (6.2%)",
synthesis,"area leader, netlist",dfxtp_1,
clocking,clock root buffer master,clkbuf_8,
synthesis,Post-synth ARST share,0,%
grt,largest net degree at the start of global routing,86,
timing,clock skew,0.0118,ns
synthesis,cells after synthesis,482,
floorplanning,DIE HEIGHT,94.3,um
synthesis,synthesis area per yosys,4260,um2
run,max-cap violation count,0,
finish,synthesis-to-layout area growth,30.1,%
clocking,clk buf depth,2,
worst_setup_path,reg2reg end,wdata_q[30],
worst_setup_path,Critical Path Source,sram_state_q[1],
finish,share of layout cells above drive strength 1,10.6,%
routing,Routed Wire Length,10200,um
worst_setup_path,worst reg2reg path startpoint,sram_state_q[2],
timing,Final setup viols,0,
routing,DRC Markers,0,
grt,number of global-route vias before repair,3254,
power,pwr dens,188,nW/um2
grt,GRT Total Usage,23.8,%
worst_setup_path,depth of the most critical reg-to-reg path,5,
placement,Post-DP HPWL,6660,um
synthesis,post-synthesis sequential area ratio,41.8,%
grt,first-pass GRT wire length,16300,um
worst_setup_path,startpoint types,flip-flop,
worst_setup_path,R2R setup slack,5.54,ns
power,worst vdd ir,0.127,mV
timing,actual slew at the worst max-slew pin,0.910,ns
synthesis,ys cells,482,
timing,fmax,250,MHz
floorplanning,fp util,51.8,%
synthesis,mapped cell area,4260,um2
routing,Routed WL per cell,15.2,um
clocking,post-CTS setup buffer count,0,
worst_hold_path,HP Start,wdata_q[24],
synthesis,Most used DFF post-synth,dfxtp_1,
clocking,CTS resizes,0,
timing,setup tns final,0,ns
clocking,hold_buf cts,0,
power,P_leak,2.08,nW
synthesis,yosys warning tally,2,
clocking,htree depth,3,
worst_setup_path,critical path type,flip-flop to primary output,
synthesis,post-synth top area share,41.8,%
grt,initial antenna violation count,0,
run,tool warning count,28,
timing,Final Max Tran Viols,0,
synthesis,"Distinct cells, synth",41,
floorplanning,core footprint,8220,um2
finish,logic area,2160,um2
worst_setup_path,Critical Path End Type,primary output,
timing,relative slew slack,39.1,%
routing,Antenna Cells,0,
floorplanning,IO Count,130,
floorplanning,DIE AREA,8890,um2
synthesis,Synth Area per Inst,8.83,um2
floorplanning,die x size,94.3,um
worst_setup_path,CP Data Required Time,6.32,ns
grt,GRT overflow,0,
timing,Final Hold Vio Count,0,
worst_setup_path,Critical Path AT,2.42,ns
routing,ANT nets after route,0,
routing,drt pass-1 iters,4,
finish,fillers,679,
floorplanning,Row Count,33,
placement,Post-DP Area,5300,um2
synthesis,ys flops,89,
clocking,Sink Count,89,
clocking,cts bufs inserted,9,
routing,Vias/cell,5.47,
synthesis,Post-synth EDFFs,0,
outcome,status,completed,
placement,PortBufs,111,
placement,RePlAce Congestion,0.822,
clocking,TritonCTS clock tree,built,
routing,initial drt markers,207,
routing,via count,3682,
[cell type report]
class / instances / area share [%]
timing repair buffer: 117 / 20.8
tap: 105 / 2.37
multi-input combinational: 325 / 39.0
clock buffer: 10 / 2.49
sequential: 89 / 32.2
inverter: 21 / 1.42
clock inverter: 6 / 1.76
[registers in the layout (all words and copies together) (netlist names)]
register,flops
sram_state_q,3
addr_q,18
bmask_q,4
wdata_q,32
rdata_q,32
[cell usage after synthesis, types with 15 or more instances]
| cell type | count |
|---|---|
| dfxtp_1 | 89 |
| nand2_1 | 70 |
| a21oi_1 | 42 |
| mux2i_1 | 34 |
| clkbuf_1 | 32 |
| nand3_1 | 23 |
| inv_1 | 21 |
| nor3_1 | 18 |
| o221a_2 | 17 |
| o31a_1 | 17 |
| o21a_1 | 16 |
| o21ai_0 | 16 |
| a21boi_0 | 15 |
| and3_1 | 15 |
[cells by family (layout without fill, tap and decap cells)]
kind of cell | after synthesis | in the layout | share of synthesized area, %
fa+ha+maj | 1 | 1 | 0.294
simple gates | 138 | 138 | 15.3
compound gates | 135 | 135 | 22.5
xor+xnor | 1 | 1 | 0.206
flops | 89 | 89 | 41.8
mux | 50 | 50 | 12.2
buf+inv | 68 | 154 | 7.64
[how the worst min path moves through the flow]
stage             end  slack [ns]  depth (start not counted)
4_1_cts   wdata_q[25]        0.46                          2
6_report  wdata_q[24]        0.46                          2
5_1_grt   wdata_q[25]        0.48                          2
[metrics by stage]
stage / hold WS (ns) / util (%) / power (mW) / worst slack, ns / instances
floorplan: 0.429 / - / 0.612 / 4.77 / 482
global placement: 0.441 / 64.5 / 0.684 / 3.80 / 657
detailed placement: 0.450 / 64.5 / 0.688 / 3.76 / 657
CTS: 0.465 / 67.4 / 1.05 / 3.90 / 673
global route: 0.482 / 67.4 / 1.09 / 3.65 / 673
finish: 0.461 / 67.4 / 1.04 / 3.90 / 673
[power breakdown]
part           internal, mW  switching, mW  total [mW]
clock                 0.192          0.171       0.363
sequential            0.475         0.0224       0.497
combinational        0.0990         0.0817       0.181
[critical path: stages, from the launching register on]
cell	delay (ns)
dfxtp_1	0.70
inv_1	0.22
nor2_2	0.73
mux2_2	0.41
[cells in the final DEF (no fill, tap or decap), types with 4 or more instances in the layout]
| master | synthesis | layout |
|---|---|---|
| a21boi_0 | 15 | 15 |
| a21oi_1 | 42 | 42 |
| and3_1 | 15 | 15 |
| buf_4 | 0 | 6 |
| clkbuf_8 | 0 | 10 |
| clkdlybuf4s50_1 | 0 | 110 |
| dfxtp_1 | 89 | 88 |
| inv_1 | 21 | 21 |
| mux2_1 | 4 | 4 |
| mux2_2 | 12 | 12 |
| mux2i_1 | 34 | 34 |
| nand2_1 | 70 | 70 |
| nand3_1 | 23 | 23 |
| nor3_1 | 18 | 18 |
| o21a_1 | 16 | 16 |
| o21ai_0 | 16 | 16 |
| o21ai_1 | 5 | 5 |
| o221a_2 | 17 | 17 |
| o31a_1 | 17 | 17 |
[routing by layer]
layer | GRT usage, % | vias to the layer above | part of all wire (%)
li1 | - | 1869 | -
met1 | 34.7 | 1684 | 45
met2 | 37.0 | 116 | 45
met3 | 6.09 | 13 | 7.3
met4 | 3.72 | 0 | 1.9
met5 | 0 | - | 0
Power and IR drop assume default switching activity.
