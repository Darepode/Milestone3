==> design/flow/design.v <==
module alu (
    input  [31:0] i_operand_a, i_operand_b,
    input  [3:0]  i_alu_op,
    output [31:0] o_alu_data
);
logic [31:0] temp,temp_sll,temp_srl,temp_sra;
logic [31:0] alu_temp;
logic [0:0]  carry, overflow, signed_lt, unsigned_lt;
assign {carry,temp} = i_operand_a + ~i_operand_b + 32'h1;
assign overflow     = (i_operand_a[31] ^ i_operand_b[31]) & (i_operand_a[31] ^ temp[31]);
assign signed_lt    = temp[31] ^ overflow;
assign unsigned_lt  = carry;
sll u1(
    .i_operand_a(i_operand_a),
    .i_operand_b(i_operand_b[4:0]),
    .o_sll_data(temp_sll)
);
srl u2(
    .i_operand_a(i_operand_a),
    .i_operand_b(i_operand_b[4:0]),
    .o_srl_data(temp_srl)
);
sra u3(
    .i_operand_a(i_operand_a),
    .i_operand_b(i_operand_b[4:0]),
    .o_sra_data(temp_sra)
);
always @(*) begin
    case (i_alu_op)
        4'h0: alu_temp = i_operand_a + i_operand_b;
        4'h1: alu_temp = temp;
        4'h2: alu_temp = {31'h0, signed_lt};
        4'h3: alu_temp = {31'h0, unsigned_lt};
        4'h4: alu_temp = i_operand_a ^ i_operand_b;
        4'h5: alu_temp = i_operand_a | i_operand_b;
        4'h6: alu_temp = i_operand_a & i_operand_b;
        4'h7: alu_temp = temp_sll;
        4'h8: alu_temp = temp_srl;
        4'h9: alu_temp = temp_sra;
        4'hA: alu_temp = i_operand_b;
    default: alu_temp = 32'h00000000; 
    endcase
end
assign o_alu_data = alu_temp;
endmodule
module sll (
    input  [31:0] i_operand_a,
    input  [4:0] i_operand_b,
    output reg [31:0] o_sll_data
);
    logic [31:0] temp1, temp2, temp3, temp4, temp5;
    always @(*) begin
        if(i_operand_b[0]) temp1 = {i_operand_a[30:0], 1'b0};
        else temp1 = i_operand_a;
        if(i_operand_b[1]) temp2 = {temp1[29:0], 2'b0};
        else temp2 = temp1;
        if(i_operand_b[2]) temp3 = {temp2[27:0], 4'b0};
        else temp3 = temp2;
        if(i_operand_b[3]) temp4 = {temp3[23:0], 8'b0};
        else temp4 = temp3;
        if(i_operand_b[4]) temp5 = {temp4[15:0], 16'b0};
        else temp5 = temp4;
    end
    assign o_sll_data = temp5;
endmodule
module sra (
    input  [31:0] i_operand_a, 
    input  [4:0] i_operand_b,
    output reg [31:0] o_sra_data
);
    logic [31:0] temp1, temp2, temp3, temp4, temp5;
    always @(*) begin
        if(i_operand_b[0]) temp1 = {{1{i_operand_a[31]}}, i_operand_a[31:1]};
        else temp1 = i_operand_a;
        if(i_operand_b[1]) temp2 = {{2{temp1[31]}}, temp1[31:2]};
        else temp2 = temp1;
        if(i_operand_b[2]) temp3 = {{4{temp2[31]}}, temp2[31:4]};
        else temp3 = temp2;
        if(i_operand_b[3]) temp4 = {{8{temp3[31]}}, temp3[31:8]};
        else temp4 = temp3;
        if(i_operand_b[4]) temp5 = {{16{temp4[31]}}, temp4[31:16]};
        else temp5 = temp4;
    end
    assign o_sra_data = temp5;
endmodule
module srl (
    input  [31:0] i_operand_a,
    input  [4:0] i_operand_b,
    output reg [31:0] o_srl_data
);
    logic [31:0] temp1, temp2, temp3, temp4, temp5;
    always @(*) begin
        if(i_operand_b[0]) temp1 = {1'b0, i_operand_a[31:1]};
        else temp1 = i_operand_a;
        if(i_operand_b[1]) temp2 = {2'b0, temp1[31:2]};
        else temp2 = temp1;
        if(i_operand_b[2]) temp3 = {4'b0, temp2[31:4]};
        else temp3 = temp2;
        if(i_operand_b[3]) temp4 = {8'b0, temp3[31:8]};
        else temp4 = temp3;
        if(i_operand_b[4]) temp5 = {16'b0, temp4[31:16]};
        else temp5 = temp4;
    end
    assign o_srl_data = temp5;
endmodule
==> design/flow/run.sh <==
#!/bin/bash
# OpenROAD 26Q1-2900-gdf79404cd8, Yosys 0.63+post, stock flow scripts
make -C /OpenROAD-flow-scripts/flow DESIGN_CONFIG=/design/flow/config.mk WORK_HOME=/design/flow/orfs finish
==> design/flow/config.mk <==
export PLATFORM = sky130hd
export DESIGN_NAME = alu
export DESIGN_NICKNAME = alu
export VERILOG_FILES = /design/flow/design.v
export SDC_FILE = /design/flow/constraint.sdc
export NUM_CORES = 4
export LEC_CHECK = 1
export CORE_UTILIZATION = 30
==> design/flow/constraint.sdc <==
current_design alu

set clk_period 15.4
set clk_io_pct 0.2

create_clock -name clk0 -period $clk_period

set non_clock_inputs [all_inputs -no_clocks]
set_input_delay [expr $clk_period * $clk_io_pct] -clock clk0 $non_clock_inputs
set_output_delay [expr $clk_period * $clk_io_pct] -clock clk0 [all_outputs]
==> run summary <==
yosys + openroad results -> count of tool warnings=102, Slew Limit Fails=0, data arrival time of the worst path=around 8500 ps, CP Cell Sequence=buf_2, buf_4, inv_1, ha_1, nor2_1, o311ai_1, a311oi_2, a211oi_2, o41ai_4, a32oi_1, a21oi_2, a21oi_1, o31ai_1, fa_1, nor2_1, a21oi_1, nor2_1, a21oi_1, o221ai_1, a21oi_1, o2111ai_1, clkdlybuf4s50_1, number of global-route vias before repair=about 10k, synth warn=7, global route overflow=0, Tightest Pin Transition=824.0 ps, Post-Route WL=roughly 43000 microns, first-pass GRT wire length=between 60000 and 70000 microns, post-CTS setup repair buffer count=0, router iterations before antenna repair=5, Pint=between 0.0001 and 0.00015 W, crit end category=primary output, DR vias/cell=6.253, gate count after technology mapping=around 1.3k, CTS resizes=0, Commonest Layout Cell=nor2_1, io pins=about 100, dpl cells=1736, worst vdd ir=15.60 uV, Layout Cells excl Fill=1737, GRT Total Usage=0.2832, Die Wd=174.6 microns, die area=just over 30000 sq um, GPL Wtd Cong=slightly above 1, synthesized cell area=approximately 8900 sq um, distinct lib cells=about 87, Rel. slew slack=0.4449, largest net degree at the start of global routing=between 70 and 80, layout cell share with drive strength beyond 1=0.08506, die height=roughly 170 microns, Dominant cell area share=0.1428, delay of the slowest critical-path stage=about 540 ps, max frequency=0.08605 GHz, total negative slack=0 ps, top cells, area=ha_1, a21oi_1, nor2_1, Leakage Power=between 4 and 5 nW, min cycle time layout=between 10000 and 15000 ps, crit path DRT=between 10000 and 15000 ps, crit start category=input pin, pwr dens=37.77 nW/um^2, crit-path max FO=53, unrepaired setup endpoints after global routing=false, Sw Ratio=0.6108, Port Buf Inserts=100, register area=0 sq um, Core Area=slightly below 30000 sq um, DRT antenna net count=0, yosys stat cell total=approximately 1.3k, mean post-synth cell area=around 6.7 sq um, Fill cells=roughly 3.2k, Gate Area=about 8100 sq um, Seq/Total Area, Yosys=0, CP max stage cell=ha_1, hold_buf cts=0, Area growth syn-to-layout=13.13%, Final setup viols=0, WL per Instance=24.99 microns, row cnt=around 62, worst hold path class=in -> out, remaining routing DRC violations=0, Final Hold Fails=0, hpwl dp=about 34000 microns, yosys stat area=roughly 8900 sq um, crit-path most repeated cell=a21oi_1, area leader, netlist=ha_1, status=completed, DR vias=~11k, cycle use final=0.7546, sw power=roughly 0.00023 W, MaxCap Viol Count=0, CP Class=in -> out, worst hold stages=5, seq_cells=0, antenna violations before repair=2, fp util=0.3081, most common logic cells in the final layout=nor2_1, a21oi_1, o21ai_0, ha_1, nand2_1, drt initial violations=roughly 1.0k, Clock Buffer Count=0
final timing paths:
check,start,to,slack (ps)
worst min-delay path,i_operand_b[4],o_alu_data[1],7220
worst max-delay path,i_operand_b[4],o_alu_data[0],3780
power by group through the flow:
stage    registers, W  clock network (W)  logic [W]
4_1_cts             0                  0   0.000373
5_1_grt             0                  0   0.000410
layout make-up:
cell class | count | share of cell area
tap | 384 | 0.04751
timing repair buffer | 127 | 0.1168
inverter | 92 | 0.03415
antenna | 1 | 0.0002474
multi-input combinational | 1133 | 0.8013
layer usage:
layer | wire (microns) | part of all wire | GRT usage
met4 | 1481 | 0.034 | 0.08225
met5 | 0 | 0 | 0
met3 | 4629 | 0.11 | 0.07523
met2 | 18510 | 0.43 | 0.4183
met1 | 18790 | 0.43 | 0.4048
Yosys cell counts (4+ instances only):
| cell type | instances |
|---|---|
| nor2b_1 | 8 |
| buf_2 | 22 |
| buf_4 | 10 |
| a32oi_1 | 4 |
| o221a_2 | 4 |
| nand2_1 | 98 |
| and3_1 | 6 |
| nand2b_1 | 21 |
| o2111ai_1 | 7 |
| a311oi_1 | 6 |
| a221oi_1 | 17 |
| ha_1 | 102 |
| nand3_1 | 26 |
| buf_1 | 16 |
| mux2i_1 | 45 |
| a211oi_1 | 24 |
| or3_1 | 9 |
| o21ai_0 | 107 |
| o221ai_1 | 16 |
| nand4_1 | 11 |
| mux2_2 | 21 |
| a221o_1 | 13 |
| mux4_2 | 25 |
| o22ai_1 | 9 |
| and2_1 | 4 |
| o21ai_1 | 19 |
| a21oi_1 | 127 |
| a22oi_1 | 16 |
| nor3_1 | 28 |
| o311ai_0 | 4 |
| a21o_1 | 16 |
| clkbuf_1 | 59 |
| nor2_1 | 158 |
| a31oi_1 | 16 |
| o31ai_1 | 12 |
| o21bai_1 | 13 |
| inv_1 | 90 |
| a211o_1 | 10 |
| o211ai_1 | 22 |
| xnor2_1 | 17 |
| o211a_1 | 5 |
| nor4_1 | 14 |
| o31a_1 | 4 |
cells by family (layout without fill, tap and decap cells):
logic type / count (synthesis) / after routing / share of synthesized area
AOI/OAI and AO/OA: 514 / 514 / 0.3894
and+or+nand+nor: 403 / 403 / 0.2071
buffers and inverters: 202 / 219 / 0.09461
adders and majority gates: 105 / 105 / 0.1495
muxes: 91 / 91 / 0.1398
xor gates and xnor gates: 20 / 20 / 0.01959
other: 0 / 1 / 0
metrics by stage:
| stage | util | cell area (sq um) | hold slack [ps] | total power [W] | setup slack, ps |
|---|---|---|---|---|---|
| floorplan | - | 8940 | 6259 | 0.0002328 | 5370 |
| global placement | 0.3485 | 10110 | 7249 | 0.0003743 | 3962 |
| detailed placement | 0.3485 | 10110 | 7232 | 0.0003705 | 3887 |
| CTS | 0.3485 | 10110 | 7236 | 0.0003732 | 3873 |
| global route | 0.3485 | 10110 | 7267 | 0.0004100 | 3303 |
| finish | 0.3486 | 10110 | 7219 | 0.0003820 | 3778 |
worst max-delay path, delay by kind of cell:
kind                       cells  cell delay [ps]
buffers and inverters          4             1520
adders and majority gates      2              790
AOI/OAI and AO/OA             13             2830
and+or+nand+nor                3              250
Power is estimated from default activity; no workload was simulated.
